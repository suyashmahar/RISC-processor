<file path="run.sh">
#!/bin/bash
# OpenROAD 26Q1-2900-gdf79404cd8, Yosys 0.63+post, stock flow scripts
make -C /OpenROAD-flow-scripts/flow DESIGN_CONFIG=/design/flow/config.mk WORK_HOME=/design/flow/orfs finish
</file>
<file path="config.mk">
export PLATFORM = sky130hd
export DESIGN_NAME = CtrlLogicModule
export DESIGN_NICKNAME = CtrlLogicModule
export VERILOG_FILES = /design/flow/design.v
export SDC_FILE = /design/flow/constraint.sdc
export NUM_CORES = 4
export LEC_CHECK = 1
export CORE_AREA = 10 10 70 70
export DIE_AREA = 0 0 80 80
</file>
<file path="constraint.sdc">
current_design CtrlLogicModule

set clk_period 3.8
set clk_io_pct 0.2

create_clock -name clk0 -period $clk_period

set non_clock_inputs [all_inputs -no_clocks]
set_input_delay [expr $clk_period * $clk_io_pct] -clock clk0 $non_clock_inputs
set_output_delay [expr $clk_period * $clk_io_pct] -clock clk0 [all_outputs]
</file>
<file path="design.v">
`timescale 1ns / 1ps
module CtrlLogicModule
  (
   input wire [5:0] OPCODE,
   input wire 	    RESET,
   input wire 	    Z,
   input wire 	    IRQ,
   input wire 	    pc_31,
   output reg [2:0] PCSEL,
   output reg 	    RA2SEL,
   output reg 	    ASEL,
   output reg 	    BSEL,
   output reg [1:0] WDSEL,
   output reg [5:0] ALUFN,
   output reg 	    WR,
   output reg 	    WERF,
   output reg 	    WASEL,
   output reg 	    MEMTYPE
   );
   reg [17:0] 	    opcodeROM [63:0];
   wire [5:0] 	    opcode_extended;
   assign opcode_extended = (~pc_31 & IRQ) ? 6'b000000 : OPCODE;
   initial begin
       WR = 0;
       WERF = 0;
       opcodeROM[6'b000000] = 18'b100000000010101100;    
       opcodeROM[6'b000001] = 18'b000000101100000011;
       opcodeROM[6'b000010] = 18'b000001001100000011;
       opcodeROM[6'b000011] = 18'b000001101100000011;
       opcodeROM[6'b000100] = 18'b000010001100000011;
       opcodeROM[6'b000101] = 18'b000010101100000011;
       opcodeROM[6'b000110] = 18'b000011001100000011;
       opcodeROM[6'b000111] = 18'b000011101100000011;
       opcodeROM[6'b001000] = 18'b000100001100000011;
       opcodeROM[6'b001001] = 18'b000100101100000011;
       opcodeROM[6'b001010] = 18'b000101001100000011;
       opcodeROM[6'b001011] = 18'b000101101100000011;
       opcodeROM[6'b001100] = 18'b000110001100000011;
       opcodeROM[6'b001101] = 18'b000110101100000011;
       opcodeROM[6'b001110] = 18'b000111001100000011;
       opcodeROM[6'b001111] = 18'b000111101100000011;
       opcodeROM[6'b010000] = 18'b001000001100000011;
       opcodeROM[6'b010001] = 18'b001000101100000011;
       opcodeROM[6'b010010] = 18'b001001001100000011;
       opcodeROM[6'b010011] = 18'b001001101100000011;
       opcodeROM[6'b010100] = 18'b001010001100000011;
       opcodeROM[6'b010101] = 18'b001010101100000011;
       opcodeROM[6'b010110] = 18'b001011001100000011;
       opcodeROM[6'b010111] = 18'b001011101100000011;
       opcodeROM[6'b011000] = 18'b000000000000110010;    
       opcodeROM[6'b011001] = 18'b000000000010101100;    
       opcodeROM[6'b011010] = 18'b001101001100000011;   
       opcodeROM[6'b011011] = 18'b001101101000000010;    
       opcodeROM[6'b011100] = 18'b001110001100000011;
       opcodeROM[6'b011101] = 18'b001110111100000010;    
       opcodeROM[6'b011110] = 18'b001111000000000010;    
       opcodeROM[6'b011111] = 18'b001110000001010010;    
       opcodeROM[6'b100000] = 18'b000000000000001010;    
       opcodeROM[6'b100001] = 18'b000000100000001010;    
       opcodeROM[6'b100010] = 18'b010001000000001010;    
       opcodeROM[6'b100011] = 18'b010001100000001010;    
       opcodeROM[6'b100100] = 18'b011001100000001010;    
       opcodeROM[6'b100101] = 18'b011010100000001010;    
       opcodeROM[6'b100110] = 18'b011011100000001010;    
       opcodeROM[6'b100111] = 18'b010011101100000011;   
       opcodeROM[6'b101000] = 18'b001100000000001010;    
       opcodeROM[6'b101001] = 18'b001111000000001010;    
       opcodeROM[6'b101010] = 18'b001011000000001010;    
       opcodeROM[6'b101011] = 18'b010101101100000011;   
       opcodeROM[6'b101100] = 18'b010000000000001010;    
       opcodeROM[6'b101101] = 18'b010000100000001010;    
       opcodeROM[6'b101110] = 18'b010001100000001010;    
       opcodeROM[6'b101111] = 18'b010111101100000011;
       opcodeROM[6'b110000] = 18'b000000000000101010;    
       opcodeROM[6'b110001] = 18'b000000100000101010;    
       opcodeROM[6'b110010] = 18'b010001000000101010;    
       opcodeROM[6'b110011] = 18'b010001100000101010;    
       opcodeROM[6'b110100] = 18'b011001100000101010;    
       opcodeROM[6'b110101] = 18'b011010100000101010;    
       opcodeROM[6'b110110] = 18'b011011100000101010;    
       opcodeROM[6'b110111] = 18'b011011101100000011;
       opcodeROM[6'b111000] = 18'b001100000000101010;    
       opcodeROM[6'b111001] = 18'b001111000000101010;    
       opcodeROM[6'b111010] = 18'b001011000000101010;    
       opcodeROM[6'b111011] = 18'b011101101100000011;   
       opcodeROM[6'b111100] = 18'b010000000000101010;    
       opcodeROM[6'b111101] = 18'b010000100000101010;    
       opcodeROM[6'b111110] = 18'b010001100000101010;    
       opcodeROM[6'b111111] = 18'b011111101100000011;
   end
   always @(opcode_extended, RESET, Z) begin
       #5
	 ALUFN = opcodeROM[opcode_extended][16:11];         
       RA2SEL = opcodeROM[opcode_extended][7];              
       ASEL = opcodeROM[opcode_extended][6];               
       BSEL = opcodeROM[opcode_extended][5];                
       WDSEL = opcodeROM[opcode_extended][4:3];             
       WR = (~RESET) & opcodeROM[opcode_extended][2];       
       WERF = (~RESET) & opcodeROM[opcode_extended][1];     
       WASEL = opcodeROM[opcode_extended][0];              
       MEMTYPE = opcodeROM[opcode_extended][17];
       if (opcode_extended == 6'b011101) begin    
	   PCSEL = {{2'b00}, {Z}};               
   end else if (opcode_extended == 6'b011110) begin  
       PCSEL = {{2'b00}, {~Z}};               
	end else begin
	    PCSEL = opcodeROM[opcode_extended][10:8];
	end
   end  
endmodule  
</file>
==> run_results.csv <==
group,metric,value,unit
power,clock_power_share,0,%
critical_path,cp_max_fo,6,
floorplanning,fp-utilization,19.63,%
global_route,grtUsageTotal,7.666,%
critical_path,crit_required,3.04,ns
place,io_buffers,27,
sta,rsz0062_at_grt,"true",
floorplanning,die_h,80,um
floorplanning,num_io_pins,28,
yosys,yosysWarnings,1,
yosys,adder_share,14.93,%
yosys,ys_seq_share,0,%
power,peakVddDrop,0.04132,mV
power,p_sw,53.63,uW
critical_path,cpPeakStageDelay,0.48,ns
cells_and_area,seq_area,0,um^2
yosys,mux_share,4.851,%
cells_and_area,drive_above_1_share,20.71,%
min_path,hold_depth,4,
global_route,overflow,0,
yosys,ys_sh_simple,34.33,%
cells_and_area,n_sequential_cell,0,
floorplanning,rows,21,
place,gp_congestion,0.9301,
yosys,yosys.area_share.xor_xnor,0,%
flow_run,cap_violations,0,
drt,wl_per_cell,13.56,um
global_route,grt_antenna_before_repair,0,
yosys,avgSynthCellArea,6.448,um^2
drt,antennaDiodeCount,0,
min_path,hold_class,"in2out",
sta,timing.fmax,0.2724,GHz
power,p_sw_share,43.34,%
drt,drc_errors,0,
sta,timing.final.crit_share,96.61,%
floorplanning,die_x,80,um
critical_path,start_kind,"primary input",
yosys,synth.comb.largest_family,"simple AND/OR/NAND/NOR gates",
clock_tree,post-cts-setup-buffers,0,
yosys,postSynthCellCount,104,
critical_path,critPathArrivalTime,2.91,ns
cells_and_area,nClkBuffers,0,
yosys,synthAoiAreaFrac,32.09,%
place,post-dp-hpwl,2071,um
sta,report.final.slew_viol_count,0,
sta,hold-worst-slack,2.245,ns
cells_and_area,postLayoutCoreUtil,31.87,%
critical_path,crit_path_end_kind,"primary output",
place,place_inst,186,
critical_path,critPathKind,"in2out",
drt,via_per_inst,4.715,
drt,dr.pass1.iters,4,
power,p_per_area,113.7,mW/mm^2
yosys,yosysChipArea,670.6,um^2
sta,hold_viol_final,0,
global_route,grt_max_degree,14,
floorplanning,die_area,0.006400,mm^2
global_route,grt_pass1_vias,842,
critical_path,path_cells,"clkdlybuf4s50_1 -> nand2b_4 -> nand2_2 -> inv_1 -> buf_4 -> ha_2 -> buf_4 -> a21o_1 -> o2111ai_1 -> a21oi_1 -> clkdlybuf4s50_1",
drt,antenna_left,0,
power,seqPwrFrac,0,%
sta,setup_tns,0,ns
sta,finalSetupViolations,0,
critical_path,critical_path.slowest_cell,"clkdlybuf4s50_1",
global_route,grt_pass1_wl,4133,um
yosys,ys_cells,104,
floorplanning,core_area,0.003416,mm^2
yosys,synth_cell_types,34,
power,p_leak,0.4585,nW
yosys,synthesis.area,670.6,um^2
outcome,status,"completed",
drt,vias,877,
cells_and_area,final_cells,186,
drt,drt_wl_total,2523,um
sta,fin_crit,3.671,ns
flow_run,warning_count,39,
power,p_comb_share,100.0,%
drt,first_iter_violations,103,
cells_and_area,area.growth.synth_to_final,62.31,%
power,intPower,70.10,uW
-- routing by layer --
metal  wire length (um)  global-route usage (%)  up-vias
li1                   -                       -      449
met1               1185                   10.81      393
met2               1089                   12.28       33
met3                226                   1.364        2
met4                 21                  0.5282        0
met5                  0                       0        -
-- cells in the mapped netlist --
master      n  share of area [%]
nand2_1    11                6.2
nor4_1      1               0.93
buf_4       2                2.2
a21o_1      1                1.1
and2_1      2                1.9
o22ai_1     2                1.9
ha_1        8                 15
nand3b_1    2                2.2
nor4b_1     1                1.3
nor4b_2     1                2.2
a211oi_1    4                4.5
buf_2       5                3.7
o21a_1      1                1.1
nor3_1      3                2.2
or4_1       1                1.1
and2b_4     1                1.5
buf_6       2                3.4
nor2_1      8                4.5
and3_1      1               0.93
inv_1       6                3.4
o31ai_1     3                3.4
nor2b_1     2                1.9
nand2b_4    1                2.1
conb_1      1               0.56
mux2i_1     1                1.5
o21ai_0     8                6.0
nand2b_1    1               0.93
nand3_1     6                4.5
a2111oi_0   2                2.6
mux2_2      2                3.4
o211ai_1    2                2.2
a21oi_1     9                6.7
clkbuf_1    1               0.56
o2111ai_1   2                2.6
-- worst max-delay path: cells and delay by family --
kind | cells | cell delay [ns]
adder cells (fa/ha/maj) | 1 | 0.23
buffers and inverters | 5 | 1.32
AND/OR/NAND/NOR | 2 | 0.24
AND-OR/OR-AND | 3 | 0.36
-- area by class of cell --
cell class | instances | area [um^2]
fillers | 373 | 2327
inverters | 6 | 22.52
multi-input cells | 88 | 594.3
well taps | 46 | 57.56
repair buffers | 46 | 414.1
-- kinds of logic after synthesis --
logic type	Yosys count
mux	3
other cells	1
buf+inv	16
simple gates	42
compound gates	34
fa+ha+maj	8
-- power groups by stage --
| stage | logic [mW] | registers [mW] | clock network [mW] |
|---|---|---|---|
| CTS | 0.124 | 0 | 0 |
| global route | 0.138 | 0 | 0 |
| finish | 0.124 | 0 | 0 |
-- cell usage in the layout, fill, tap and decap left out, types with 3 or more instances in the layout --
master and instances:
inv_1 6, o21ai_0 6, a211oi_1 4, buf_4 19
nand3_1 6, clkdlybuf4s50_1 25, o31ai_1 3, nor2_1 8
a21oi_1 9, nand2_1 9, ha_1 6, nor3_1 3
-- what timing repair did --
action | in CTS | in global routing
gates resized | 4 | 5
endpoints found under the setup margin | 1 | 10
hold buffers | 0 | 0
-- path summary, 6_finish.rpt --
kind  start  endpoint  slack, ns
min       Z  PCSEL[0]       2.25
max   pc_31  ALUFN[4]       0.13
-- per-stage QoR --
step	worst slack (ns)	power (mW)	area (um^2)
6_report	0.1289	0.1237	1089
5_1_grt	-0.04344	0.1377	1089
4_1_cts	0.01207	0.1244	1079
3_5_place_dp	-0.1042	0.1231	1075
3_3_place_gp	-0.04677	0.1243	1075
2_1_floorplan	0.8233	0.05718	670.6
Power figures rest on the tool's default switching activity, not on a simulated workload.
