==> design.v <==
`timescale 1ns / 1ps
module RegfileModule 
  (
   input wire 		clk,
   input wire [4 : 0] 	Ra,
   input wire [4 : 0] 	Rb,
   input wire [4 : 0] 	Rc,
   input wire 		WERF,
   input wire 		RA2SEL,
   input wire [31 : 0] 	WD,
   input wire [4:0] 	XPReg,
   input wire 		WASEL,
   output wire [31 : 0] RD1,
   output wire [31 : 0] RD2
   );
   reg [4 : 0] 		ra2_loc;
   wire [4:0] 		WA;
   assign WA = WASEL ? XPReg : Rc;
   RegisterFile reg_file_instance_0 
     (
      .clk_i(clk),
      .w_add_i(WA),         
      .w_dat_i(WD),
      .write_en_i(WERF),
      .a_add_sel(Ra),
      .b_add_sel(ra2_loc),
      .r_port_a_o(RD1),
      .r_port_b_o(RD2)
      );
   always @(*) begin
       #2
         if (RA2SEL == 1'b1) begin
             ra2_loc = Rc;
         end else begin
             ra2_loc = Rb;
         end
   end
endmodule
`timescale 1ns / 1ps
module RegisterFile (
    input wire 		 clk_i,
    input wire [4 : 0] 	 w_add_i,
    input wire [31 : 0]  w_dat_i,
    input wire 		 write_en_i,
    input wire [4 : 0] 	 a_add_sel,
    input wire [4 : 0] 	 b_add_sel,
    output wire [31 : 0] r_port_a_o,
    output wire [31 : 0] r_port_b_o
);
    reg [31 : 0] mem [31 : 0];   
    always @(posedge clk_i) begin
        if (write_en_i) begin
            if (w_add_i != 5'b11111) begin
                mem[w_add_i] = w_dat_i;
            end
        end
    end
   assign r_port_a_o = (a_add_sel != 5'b11111) ? mem[a_add_sel] : 32'h00000000;
   assign r_port_b_o = (b_add_sel != 5'b11111) ? mem[b_add_sel] : 32'h00000000;
endmodule
==> run.sh <==
#!/bin/bash
# OpenROAD 26Q1-2900-gdf79404cd8, Yosys 0.63+post, stock flow scripts
make -C /OpenROAD-flow-scripts/flow DESIGN_CONFIG=/design/flow/config.mk WORK_HOME=/design/flow/orfs finish
==> config.mk <==
export PLATFORM = sky130hd
export DESIGN_NAME = RegfileModule
export DESIGN_NICKNAME = RegfileModule
export VERILOG_FILES = /design/flow/design.v
export SDC_FILE = /design/flow/constraint.sdc
export NUM_CORES = 4
export LEC_CHECK = 1
export CORE_UTILIZATION = 40
==> constraint.sdc <==
current_design RegfileModule

set clk_period 58.1
set clk_io_pct 0.2

create_clock -name clk0 -period $clk_period [get_ports {clk}]

set non_clock_inputs [all_inputs -no_clocks]
set_input_delay [expr $clk_period * $clk_io_pct] -clock clk0 $non_clock_inputs
set_output_delay [expr $clk_period * $clk_io_pct] -clock clk0 [all_outputs]
==> results.yml <==
# implementation run metrics
outcome:
  status: "finished clean"
critical_path:
  slowest_delay_ps: 710
  cp_max_fo: 83
  worstPathRequired_ps: 46480
  cp_num_buf_inv: 6
  crit_path_frequent_cell: "buf_4"
  worstPathArrival_ps: 17160
  path_class: "in2out"
  cp_cell_sequence: "clkdlybuf4s50_1 > buf_4 > mux2_8 > buf_4 > buf_4 > buf_4 > mux2i_1 > mux2i_1 > o2111ai_1 > a21oi_1 > or3_1 > clkdlybuf4s50_1"
  endpoint_kind: "output port"
  critPathLaunchType: "input pin"
  critPathSlowestCell: "buf_4"
  path_delay_family: "buffers and inverters"
timing:
  tightest_slew_ps: 989
  drv_slew: 0
  fmax_mhz: 34.8
  slew_headroom: 0.339
  rsz0062_at_grt: "no"
  finalHoldViolations: 0
  finalSetupTns_ps: 0
  layout_min_cycle_time_ps: 28780
  setup_viol: 0
  hold_slack_ps: 11750
  finalClockPeriodUsage: 0.495
clock_tree:
  root_buffer: "clkbuf_16"
  cts_hold_buf: 0
  cts.htree.levels: 3
  cts_sinks: 1024
  clk_pin_slew_ps: 60
  postCtsSetupBuffers: 0
  cts_tree: "yes"
  cts-resized-gates: 0
  cts_buffers: 103
  cts_buffer_depth: 3
power:
  seqPwrFrac: 0.491
  power_uw: 1690
  p_leak_uw: 0.0189
  p_comb_frac: 0.120
  p_sw_frac: 0.247
  vdd_drop_max_mv: 0.0217
  internal_power_uw: 1270
  p_clk_frac: 0.390
  power_per_cell_area_mw_per_mm2: 30.4
  power_switching_uw: 418
synthesis:
  simple_gate_area_frac: 0.126
  ys_chip_area_mm2: 0.0488
  ys_seq_frac: 0.630
  compound_area_frac: 0.0577
  top_cell_area_share: 0.630
  synthArstFlopShare: 0
  yosysMostFrequentCell: "edfxtp_1"
  ff_type: "edfxtp_1"
  edf_count: 1024
  yosysTopAreaCell: "edfxtp_1"
  synth_flops: 1024
  xor_share: 0
  top_logic_kind: "multiplexers"
  synth_warnings: 2
  synthMuxAreaShare: 0.160
  syn_area_per_cell_um2: 13.2
  yosysUniqueCellTypes: 52
  ys_cells: 3694
  yosys.area_share.adder: 0
  netlist_area_mm2: 0.0488
  area_leaders: "edfxtp_1 (63%), mux4_2 (9.4%), mux2i_1 (6.4%), nand2_1 (6.1%), nand3_1 (4.8%)"
  top_cells_by_count: "edfxtp_1 (1024), nand2_1 (799), nand3_1 (465), mux2i_1 (310), mux4_2 (204)"
  syn_inst: 3694
layout:
  mi_logic_area_mm2: 0.0173
  syn2layout_area_growth_pct: 13.9
  drive_above_1_share: 0.140
  design_area_mm2: 0.0556
  largest_reg_flops: 1024
  nFillCells: 10420
  seq_area_mm2: 0.0307
floorplanning:
  dieArea_mm2: 0.123
  placementRows: 127
  ios: 120
  die_h_um: 351
  fp_util: 0.405
  die_x_um: 351
  core_area_mm2: 0.120
grt:
  antenna_found_initial: 7
  first_global_vias: 34341
  grt_max_degree: 131
  grt_usage: 0.295
  overflow: 0
  grt_pass1_wl_mm: 238
drt:
  wl_per_cell_um: 30.2
  drt-total-wl_mm: 166
  postRouteAntennaNets: 0
  drtIter0Drc: 2539
  drc: 0
  first_pass_iters: 8
  via_count: 33401
  vias_per_cell: 6.08
worst_hold_path:
  min_from: "WD[4]"
  min_path_type: "in2reg"
  whs_endpoint: "reg_file_instance_0.mem[15][4]"
  hold_path_depth: 2
job:
  warnings: 32
  maxCapViolations: 0
placement:
  portBuffers: 119
  routabilityCongestion: 0.885
  dp_hpwl_mm: 91.7
  placed_area_mm2: 0.0523
==> per-stage QoR <==
| step | utilization | cells | setup WS, ps |
|---|---|---|---|
| after floorplan | - | 3725 | 33200 |
| after global placement | 0.434 | 5307 | 29370 |
| after detailed placement | 0.434 | 5307 | 29380 |
| after CTS | 0.461 | 5496 | 29340 |
| after global routing | 0.461 | 5496 | 29060 |
| final | 0.462 | 5498 | 29320 |
==> power groups by stage <==
stage	clock network (uW)	logic (uW)	registers, uW
after CTS	666	200	830
after global routing	692	216	831
final	659	202	830
==> layer usage <==
layer  routed length [um]  track usage
met1                54200        0.351
met2                73000        0.408
met3                31900        0.241
met4                 6630       0.0907
met5                  511       0.0314
==> layout by cell type (no fill, tap or decap), drive strengths merged, types with 44 or more instances in the layout <==
cell / netlist / final
a21oi: 138 / 138
buf: 165 / 142
clkbuf: 121 / 126
clkdlybuf4s50: 0 / 114
clkinv: 0 / 44
edfxtp: 1024 / 1024
mux2i: 311 / 311
mux4: 204 / 204
nand2: 799 / 799
nand3: 465 / 465
nor2: 65 / 65
o21ai: 85 / 85
==> logic make-up (layout without fill, tap and decap cells) <==
| family | Yosys count | after routing |
|---|---|---|
| buffers and inverters | 293 | 452 |
| AND-OR/OR-AND | 434 | 434 |
| AND/OR/NAND/NOR | 1421 | 1421 |
| other | 1 | 34 |
| flip-flops | 1024 | 1024 |
| multiplexers | 521 | 521 |
==> final cells by class <==
cell class,instances,share of cell area
Clock inverter,63,0.0108
Tap cell,1612,0.0363
Clock buffer,126,0.0483
Multi-Input combinational cell,2408,0.310
Sequential cell,1024,0.553
Antenna cell,2,0.0000900
Timing Repair Buffer,256,0.0404
Inverter,7,0.000473
==> worst max path at each step <==
stage	depth (start not counted)	end	startpoint	slack [ps]
5_1_grt	12	RD2[16]	RA2SEL	29060
4_1_cts	12	RD2[16]	RA2SEL	29340
6_report	12	RD2[16]	RA2SEL	29320
Power and IR drop assume default switching activity.
