`design/flow/run.sh`:
```
#!/bin/bash
# OpenROAD 26Q1-2900-gdf79404cd8, Yosys 0.63+post, stock flow scripts
make -C /OpenROAD-flow-scripts/flow DESIGN_CONFIG=/design/flow/config.mk WORK_HOME=/design/flow/orfs finish
```
`design/flow/config.mk`:
```
export PLATFORM = sky130hd
export DESIGN_NAME = Alu
export DESIGN_NICKNAME = Alu
export VERILOG_FILES = /design/flow/design.v
export SDC_FILE = /design/flow/constraint.sdc
export NUM_CORES = 4
export LEC_CHECK = 1
export CORE_UTILIZATION = 30
```
`design/flow/constraint.sdc`:
```
current_design Alu

set clk_period 13.8
set clk_io_pct 0.2

create_clock -name clk0 -period $clk_period

set non_clock_inputs [all_inputs -no_clocks]
set_input_delay [expr $clk_period * $clk_io_pct] -clock clk0 $non_clock_inputs
set_output_delay [expr $clk_period * $clk_io_pct] -clock clk0 [all_outputs]
```
`design/flow/design.v`:
```
`timescale 1ns / 1ps
module Alu
  (
   input wire [5:0]  alufn,
   input wire [31:0] a,
   input wire [31:0] b,
   output reg [31:0] alu,
   output wire 	     z,
   output wire 	     v,
   output wire 	     n
   );
   wire [31:0] 	     asRes, cmpRes, shftRes, boolRes, mulRes;
   AddSub as_inst_0(.alufn0(alufn[0]), .a(a), .b(b), .s(asRes), .z(z), .v(v), .n(n));
   CmpModule cmp_inst_0(.alufn(alufn[2:1]), .a(a), .b(b), .cmp(cmpRes));
   LogicModule log_inst_0(.alufn(alufn), .a(a), .b(b), .res(boolRes));
   ShifterModule shft_inst_0(.alufn(alufn[1:0]), .a(a), .b(b[4:0]), .res(shftRes));
   MultModule mult_inst_0(.a(a), .b(b), .res(mulRes));
   always @(*) begin
       #3
         casex (alufn)
           6'b00xx0x: 
             alu = asRes;
           6'b00xx1x: 
             alu = mulRes;
           6'b01xxxx: 
             alu = boolRes;
           6'b10xxxx: 
             alu = shftRes;
           6'b11xxxx: 
             alu = cmpRes;
           default:
             alu = 32'h00000000;
         endcase        
   end
endmodule
module AddSub
  (
   input wire 	      alufn0,
   input wire [31:0]  a,
   input wire [31:0]  b,
   output wire [31:0] s,
   output wire 	      z,
   output wire 	      v,
   output wire 	      n
   );
   wire [31:0] 	      xb;
   integer 	      i = 0;
   assign xb = b ^ {32{alufn0}};
   assign s = a + xb + alufn0;
   assign z = (s == 32'h00000000);
   assign v = (a[31] & xb[31] & (~s[31])) + ((~a[31]) & (~xb[31]) & s[31]);
   assign n = s[31]; 
endmodule
module CmpModule
  (
   input wire [2:1]  alufn,
   input wire [31:0] a,
   input wire [31:0] b,
   output reg [31:0] cmp
   );
   wire [31:0] 	     s;
   wire 	     z;
   wire 	     v;
   wire 	     n;
   AddSub add_sub_inst_0
     ( 
       .alufn0(1'b1), .a(a), .b(b), .s(s), .z(z), .v(v), .n(n)
       );
   always @(alufn, z, v, n) begin
       if (alufn[2:1] == 2'b01) begin   
           cmp = {{31{1'b0}}, {z}};
       end else if (alufn[2:1] == 2'b10) begin  
          cmp = {{31{1'b0}}, {n^v}};
       end else if (alufn[2:1] == 2'b11) begin  
          cmp = {{31{1'b0}}, {z | (n ^ v)}};
       end else begin
      	  cmp = 32'h00000000;
       end
   end
endmodule
module LogicModule
  (
   input wire [5:0]  alufn,
   input wire [31:0] a,
   input wire [31:0] b,
   output reg [31:0] res
   );
   integer 	     i = 0;
   always @(alufn[3:0], a, b) begin
       for (i = 0; i < 32; i = i + 1) begin
           res[i] = alufn[{{a[i]}, {b[i]}}];
       end 
   end
endmodule
module ShifterModule
  (
   input [1:0] 	       alufn,
   input signed [31:0] a,
   input signed [4:0]  b,
   output reg [31:0]   res
   );
   always @(alufn[1:0], a, b[4:0]) begin
       case (alufn[1:0])
         2'b00: 
           res = a << b[4:0];
         2'b01: 
           res = a >> b[4:0];
         2'b10: 
           res = a;
         2'b11: 
           res = a >>> b[4:0];
       endcase  
   end  
endmodule
module MultModule 
  (
   input wire [31:0]  a,
   input wire [31:0]  b,
   output wire [31:0] res
   );
   assign res = a * b;
endmodule
```
==> Slide: Implementation Results <==
Flow Results at a Glance

Status
  • Outcome: finished clean

Yosys
  • Cell type with the largest total area: fa_1
  • Cells after Synth: 3,071
  • Post-synth design cell area: roughly 0.025 mm²
  • Yosys cell count: 3,071
  • Synth Area per Inst: ~8 µm²
  • Synth unique cells: about 84
  • Chip Area, Yosys: about 0.025 mm²
  • Synth Warn #: 5
  • Post-synthesis sequential area ratio: 0
  • Top area contributor share: 0.332
  • Top cells by area: fa_1 (33%), ha_1 (10%), inv_1 (6.7%)

Route
  • Number of DRC markers in iteration 0: 1,742
  • Met1 wire length: 43,900 µm
  • Via count: 22,600
  • 1st-pass router iterations: 8
  • DRC: 0
  • Overall routed net length: 105,000 µm
  • Met3 WL: 12,100 µm
  • Routed vias/inst: 5.41
  • Top sig layer: met5
  • Routed WL per cell: 25.1 µm
  • Wire length on met2: 44,800 µm
  • DRT antenna net count: 0

Power
  • Sw power: roughly 6.8 mW
  • Net Sw Frac: 0.591
  • PD cells: 418 mW/mm²
  • Worst vdd ir: 1.03 mV
  • Int Pwr: 4.70 mW
  • Total power: 11.5 mW
  • P_leak: 12.8 nW

Placement
  • # placed instances: ~4,200
  • Port Buf Inserts: approximately 110
  • RePlAce Congestion: 1.01
  • Post-Place Cell Area: 0.0274 mm²
  • Dpl hpwl: about 86,000 µm
  • Place WS: 0.0311 ns

Final layout
  • Register area: 0 µm²
  • Commonest Layout Cell: inv_1
  • Layout clock buffer count: 0
  • Fillcell total: between 8,000 and 9,000
  • Most frequent cells in the layout: inv_1 (436), fa_1 (410), nand2_1 (289)
  • Fin util: 0.340
  • Layout cells sized above 1: 0.0782
  • Registers: 0
  • Final Instance Area: 0.0275 mm²
  • Area growth syn-to-layout: 11.4%
  • Non-filler cells, final: between 4,000 and 5,000

Critical path
  • Crit-path leading delay family: adder cells
  • Critical setup path kind: in -> out
  • Buf/Inv on CP: 7
  • Crit-path max FO: 4
  • Crit path DRT: approximately 11 ns
  • Slowest-stage cell, CP: clkdlybuf4s50_1
  • Worst path depth: 25
  • Critical path endpoint category: primary output
  • Cell mode on critical path: fa_1
  • Crit path arrival time: 10.80 ns
  • Startpoint types: primary input
  • Worst path max stage delay: 0.63 ns

Floorplanning
  • Core area: between 0.08 and 0.09 mm²
  • Chip width: 289 µm
  • DIE AREA: 0.0834 mm²
  • Initial Util: 0.305
  • Io pins: roughly 110
  • Cell row count: between 100 and 150
  • Die height: 289 µm

STA
  • Final hold slack: 6.33 ns
  • Final Hold Fails: 0
  • Crit path time final: approximately 14 ns
  • Max-slew violations: 0
  • Worst slew pin tran: 0.983 ns
  • Final TNS setup: 0 ns
  • Final WS setup: 0.242 ns
  • Endpoints failing setup: 0
  • Period utilisation layout: 0.982
  • RSZ-0062 raised after global routing: no
  • Max Fclk: between 70 and 80 MHz
  • Slew headroom: 0.344

Min path
  • Hold Path Depth: 4
  • HP Class: in -> out
  • Hold EP: alu[3]
  • Worst Min Path Start: alufn[0]

Clock tree
  • Post-CTS Setup Bufs: 0
  • Post-CTS sizing: 0
  • CTS Hold Buffers Added: 0

GRT
  • Largest net degree at the start of global routing: 109
  • Gr usage total: 0.266
  • Initial antenna violation count: 3
  • First-pass GRT wire length: 155,000 µm
  • Vias in the first global route: 22,800
  • GRT overflow: 0

Flow run
  • Log Warnings: 54
  • Max cap viols: 0
==> final cells by class <==
type               instances  area [µm²]  share of cell area
multi-input cells       2418       22300               0.809
repair buffers           260        2250              0.0817
inverters                441        1660              0.0605
well taps               1060        1330              0.0482
diodes                     3        7.51            0.000273
==> cells in the mapped netlist, types with 6 or more instances <==
cell / instances
a2111oi_0: 6
a211o_1: 8
a211oi_1: 21
a21o_1: 41
a21oi_1: 151
a221oi_1: 10
a22oi_1: 10
a31oi_1: 15
and2_1: 237
buf_1: 18
clkbuf_1: 190
fa_1: 410
ha_1: 205
inv_1: 439
mux2_2: 8
mux2i_1: 78
mux4_2: 44
nand2_1: 289
nand2b_1: 34
nand3_1: 31
nand4_1: 10
nor2_1: 254
nor2b_1: 16
nor3_1: 24
nor4_1: 13
o211ai_1: 34
o21a_1: 19
o21ai_0: 146
o21bai_1: 8
o221ai_1: 15
o22ai_1: 13
o31ai_1: 8
or3_1: 10
xnor2_1: 87
xor2_1: 65
==> worst max-delay path by stage <==
stage | from | end
CTS | a[7] | alu[24]
global route | a[9] | alu[31]
finish | a[16] | alu[25]
==> cell families after synthesis <==
logic type,after synthesis,synth area share
and+or+nand+nor,951,0.186
muxes,130,0.0754
adders and majority gates,615,0.436
AOI/OAI and AO/OA,570,0.149
xor gates and xnor gates,152,0.0539
buffers and inverters,653,0.0997
==> metal layers <==
layer	track usage	vias to the layer above
met5	0.00568	-
met4	0.0807	4
met3	0.104	165
met2	0.380	1087
met1	0.378	11200
li1	-	10200
==> power groups by stage <==
stage         Sequential, mW     Clock (mW)  Combinational (mW)
global route               0  0.00000000970                12.6
CTS                        0              0                11.2
Power and IR drop assume default switching activity.
